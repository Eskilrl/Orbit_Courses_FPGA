<file path="flow/config.mk">
export PLATFORM = sky130hd
export DESIGN_NAME = ShiftRegister
export DESIGN_NICKNAME = ShiftRegister
export VERILOG_FILES = /design/flow/design.v
export SDC_FILE = /design/flow/constraint.sdc
export NUM_CORES = 4
export LEC_CHECK = 1
export CORE_UTILIZATION = 30
</file>
<file path="flow/constraint.sdc">
current_design ShiftRegister

set clk_period 4.5
set clk_io_pct 0.2

create_clock -name clk0 -period $clk_period [get_ports {i_clk}]

set non_clock_inputs [all_inputs -no_clocks]
set_input_delay [expr $clk_period * $clk_io_pct] -clock clk0 $non_clock_inputs
set_output_delay [expr $clk_period * $clk_io_pct] -clock clk0 [all_outputs]
</file>
<file path="flow/design.v">
module ShiftRegister (
    input i_SW1,
    input i_clk,
    output o_Led1,
    output o_Led2,
    output o_Led3,
    output o_Led4
);
localparam integer c_clk_threshold = 6250000;
reg r_1Hz_clk = 1'b0;  
reg[31:0] r_Fast_clk_counter = 0;
reg[3:0] Led_registers = 0;
always_ff @(posedge i_clk) begin
    if (r_Fast_clk_counter > c_clk_threshold)
        begin
            r_1Hz_clk <= !r_1Hz_clk;  
            r_Fast_clk_counter <= 0;  
        end
    else
        begin
            r_Fast_clk_counter <= r_Fast_clk_counter + 1;
        end
end
always_ff @(posedge r_1Hz_clk) begin 
    Led_registers <= {Led_registers[2:0], i_SW1};
end
assign o_Led1 = Led_registers[3];
assign o_Led2 = Led_registers[2];
assign o_Led3 = Led_registers[1];
assign o_Led4 = Led_registers[0];
endmodule
</file>
<file path="flow/run.sh">
#!/bin/bash
# OpenROAD 26Q1-2900-gdf79404cd8, Yosys 0.63+post, stock flow scripts
make -C /OpenROAD-flow-scripts/flow DESIGN_CONFIG=/design/flow/config.mk WORK_HOME=/design/flow/orfs finish
</file>
==> summary.txt <==
Implementation numbers.

- The number of library cell types mapped by synthesis is 34.
- The worst-path cell with the longest stage delay is sky130_fd_sc_hd__a221oi_2.
- The area growth from synthesis to final layout is 16.4%.
- The peak clock frequency supported by timing is 400 MHz.
- Counting flops with a built-in enable in the synthesized netlist gives 1.
- Per the post-route antenna check, the number of violating nets is 0.
- The total half-perimeter wirelength after legalization and detailed placement is 1620 um.
- The cell with the most instances after synthesis is sky130_fd_sc_hd__dfxtp_1.
- The first detailed-routing pass took 4 iterations.
- The count of buffers from port buffering is 5.
- The largest fanout on the critical path is 13.
- The type of the setup path with the least slack is register to register.
- The synthesized chip area reported by yosys reads 1480 um^2.
- Summed over all layers, the global routing overflow is 0.
- The core area reads 4720 um^2.
- Setup repair after global routing left no endpoint under its margin.
- The register share after synthesis reads 50.8%.
- The cell chosen for the clock root reads sky130_fd_sc_hd__clkbuf_8.
- The post-synthesis cell type with the largest combined area is sky130_fd_sc_hd__dfxtp_1.
- Per the synthesis report, the single largest cell type by area occupies 48.8% of cell area.
- Using the TritonRoute via totals, the vias-per-cell ratio works out to 4.51.
- The count of mapped cells out of synthesis is 148.
- The largest clock skew in the final design is 1.36 ps.
- The count of unclocked register or latch pins is 4.
- The first routing iteration left 53 violations.
- For this run, the share of the core covered by cells in the final layout is 36.4%.
- The floorplan core density is 31.3%.
- The final setup slack of the worst path is 2000 ps.
- 6 I/O pins were placed.
- The cell leakage power is 0.564 nW.
- The async set-or-reset flop fraction in the synthesized netlist reads 0%.
- Per the final report, max-transition violations number 0.
- The count of endpoints without a timing constraint is 8.
- The post-synthesis sequential element count reads 37.
- The report lists the cells along the critical path as inv_1 > ha_1 > nor4bb_1 > a41o_1 > a221oi_2 > buf_4 > or2_2.
- The mapped cell area is 1480 um^2.
- The transition time at the pin with the least slew margin reads 892 ps.
- The clock period minus worst slack reads 2500 ps.
- The required time of the critical path is 4510 ps.
- The routability-driven placement congestion ratio reads 0.763.
- For this design the ratio of total power to cell area is 325 nW/um^2.
- The number of max-cap violations is 0.
- The count of endpoints failing setup in the final report reads 0.
- By count the netlist is led by sky130_fd_sc_hd__dfxtp_1, sky130_fd_sc_hd__nor3_1, sky130_fd_sc_hd__xor2_1.
- The total tool warning count reads 26.
- The number of global-route vias before repair reads 931.
- The number of core rows is 25.
- The total number of yosys warnings is 1.
- The internal reg-to-reg setup slack is 2000 ps.
- The worst relative slew slack reads 40.5%.
- According to the timing report, the arrival time at the worst endpoint equals 2510 ps.
- The die outline width reads 72.2 um.
- The setup TNS is 0 ps.
- The number of setup buffers added after CTS is 0.
- The total of fill cells in the finished design reads 462.
- The detailed-route wire length is 2420 um.
- The maximum vdd drop reads 243 uV.
- The post-detailed-route DRC marker count reads 0.
- The most used flip-flop cell after synthesis is sky130_fd_sc_hd__dfxtp_1.
- The critical path endpoint category is a register.
- Entering global routing, the biggest net connects 25 pins.
- The number of CTS-inserted buffers is 5.
- The clock tree buffer depth is 2.
- For reference, the final report shows the hold violation count at 0.
- The antenna diode instance count reads 0.
- The area taken by sequential standard cells is reported as 751 um^2.
- The routed wirelength normalized by instance count reads 10.5 um.
- Buffers inserted to repair hold after CTS numbered 0.
- According to the hold report, the worst path is of the register to register type.
- The initial antenna violation count is 0.
- The yosys stat cell total is 148.
- Cells with a size suffix above 1 make up 9.88% of the layout.
- The type of origin of the critical path is a register.
- Total power for the finished layout comes to 557 uW.
- The maximum cell stage delay along the critical path is 750 ps.
- Summed over all routing layers, the global router reports a total usage of 10.5%.
- The flow ran to the end, and the final reports show no timing, DRC or antenna violations.
- The die covers 5210 um^2.
- The average size of a mapped cell is 9.98 um^2.
- The share of the clock period used by the worst path reads 55.5%.
- The post-cts repair resize count reads 0.
- Summing all multi-input logic gate instances after layout gives 689 um^2.
- The latest clock arrival within the worst-skew pair reads 280 ps.
- The detailed-route via count is 1032.
- In this run the number of H-tree levels came out at 2.
- The vertical die dimension reported for this design is 72.2 um.
- The TritonCTS clock tree reads done.
- The registers of the reported paths see a clock transition of 70 ps.
- The setup slack at placement is 2000 ps.
- Sorting the synthesized cells by area gives the leading types as sky130_fd_sc_hd__dfxtp_1, sky130_fd_sc_hd__xor2_1, sky130_fd_sc_hd__nor3_1.
- The global-route wire length before repair reads 4310 um.
-- report_power, final --
part | leakage [nW] | internal (mW) | total, mW | switching (mW)
registers | 0.302 | 0.300 | 0.302 | 0.00178
clock network | 0.0525 | 0.143 | 0.252 | 0.109
logic | 0.209 | 0.00240 | 0.00369 | 0.00129
-- per-stage QoR --
stage | hold WS [ps] | area, um^2 | cells
after floorplan | 470 | 1510 | 156
after global placement | 488 | 1610 | 221
after detailed placement | 500 | 1610 | 221
after CTS | 514 | 1720 | 229
after global routing | 530 | 1720 | 229
final | 511 | 1720 | 229
-- layout by cell type (no fill, tap or decap), types with 2 or more instances in the layout --
cell type / n
sky130_fd_sc_hd__clkdlybuf4s50_1: 5
sky130_fd_sc_hd__and2_1: 2
sky130_fd_sc_hd__xor2_1: 10
sky130_fd_sc_hd__dfxtp_1: 36
sky130_fd_sc_hd__a211oi_1: 9
sky130_fd_sc_hd__and3_1: 3
sky130_fd_sc_hd__nand4_1: 7
sky130_fd_sc_hd__o21ai_0: 7
sky130_fd_sc_hd__buf_4: 2
sky130_fd_sc_hd__nor4_1: 2
sky130_fd_sc_hd__xnor2_1: 3
sky130_fd_sc_hd__or3_1: 7
sky130_fd_sc_hd__nand3_1: 7
sky130_fd_sc_hd__nor3_1: 15
sky130_fd_sc_hd__and4_1: 3
sky130_fd_sc_hd__ha_1: 2
sky130_fd_sc_hd__inv_1: 5
sky130_fd_sc_hd__nand2_1: 7
sky130_fd_sc_hd__conb_1: 9
sky130_fd_sc_hd__clkbuf_8: 5
-- critical path, delay by kind of cell, from the launching register on --
family / cells / cell delay (ps)
AND-OR/OR-AND: 2 / 990
adder cells (fa/ha/maj): 1 / 180
buffers and inverters: 2 / 390
flip-flops: 1 / 390
AND/OR/NAND/NOR: 2 / 280
-- area by class of cell --
class | instances | share of cell area, %
Multi-Input combinational cell | 105 | 40.1
Clock inverter | 2 | 0.947
Clock buffer | 6 | 5.46
Sequential cell | 37 | 43.7
Tap cell | 67 | 4.88
Timing Repair Buffer | 7 | 3.79
Inverter | 5 | 1.09
-- cells by family after synthesis --
kind of cell | synth area share [%]
buf+inv | 4.49
other cells | 0.254
simple gates | 24.7
compound gates | 10.3
xor+xnor | 7.71
flops | 50.8
fa+ha+maj | 1.69
-- sequential cells by signal, summed over array words and instances, names as in the netlist --
signal              count
Led_registers           4
r_1Hz_clk               1
r_Fast_clk_counter     32
-- final timing paths --
kind                                                         from                                end  cells past startpoint
worst min-delay path            r_Fast_clk_counter[18]$_SDFF_PN0_  r_Fast_clk_counter[18]$_SDFF_PN0_                      2
worst max-delay path             r_Fast_clk_counter[0]$_SDFF_PN0_                r_1Hz_clk$_DFFE_PN_                      7
worst min register to register  r_Fast_clk_counter[18]$_SDFF_PN0_  r_Fast_clk_counter[18]$_SDFF_PN0_                      2
worst max register to register   r_Fast_clk_counter[0]$_SDFF_PN0_                r_1Hz_clk$_DFFE_PN_                      7
-- per-layer routing --
layer | GRT usage, % | routed length, um | share of wire (%) | vias to the layer above
li1 | - | - | - | 557
met1 | 16.8 | 1300 | 54 | 456
met2 | 15.2 | 987 | 41 | 12
met3 | 2.54 | 89 | 3.7 | 7
met4 | 1.31 | 38 | 1.6 | 0
met5 | 0 | 0 | 0 | -
Power is estimated from default activity; no workload was simulated.
